### ./design.v
module round_robin_arbiter (
	rst_an,
	clk,
	req,
	grant
);
input		rst_an;
input		clk;
input	[3:0]	req;
output	[3:0]	grant;
reg	[1:0]	rotate_ptr;
reg	[3:0]	shift_req;
reg	[3:0]	shift_grant;
reg	[3:0]	grant_comb;
reg	[3:0]	grant;
always @ (*)
begin
	case (rotate_ptr[1:0])
		2'b00: shift_req[3:0] = req[3:0];
		2'b01: shift_req[3:0] = {req[0],req[3:1]};
		2'b10: shift_req[3:0] = {req[1:0],req[3:2]};
		2'b11: shift_req[3:0] = {req[2:0],req[3]};
	endcase
end
always @ (*)
begin
	shift_grant[3:0] = 4'b0;
	if (shift_req[0])	shift_grant[0] = 1'b1;
	else if (shift_req[1])	shift_grant[1] = 1'b1;
	else if (shift_req[2])	shift_grant[2] = 1'b1;
	else if (shift_req[3])	shift_grant[3] = 1'b1;
end
always @ (*)
begin
	case (rotate_ptr[1:0])
		2'b00: grant_comb[3:0] = shift_grant[3:0];
		2'b01: grant_comb[3:0] = {shift_grant[2:0],shift_grant[3]};
		2'b10: grant_comb[3:0] = {shift_grant[1:0],shift_grant[3:2]};
		2'b11: grant_comb[3:0] = {shift_grant[0],shift_grant[3:1]};
	endcase
end
always @ (posedge clk or negedge rst_an)
begin
	if (!rst_an)	grant[3:0] <= 4'b0;
	else		grant[3:0] <= grant_comb[3:0] & ~grant[3:0];
end
always @ (posedge clk or negedge rst_an)
begin
	if (!rst_an)
		rotate_ptr[1:0] <= 2'b0;
	else 
		case (1'b1) // synthesis parallel_case
			grant[0]: rotate_ptr[1:0] <= 2'd1;
			grant[1]: rotate_ptr[1:0] <= 2'd2;
			grant[2]: rotate_ptr[1:0] <= 2'd3;
			grant[3]: rotate_ptr[1:0] <= 2'd0;
		endcase
end
endmodule
### ./run.sh
#!/bin/bash
# OpenROAD 26Q1-2900-gdf79404cd8, Yosys 0.63+post, stock flow scripts
make -C /OpenROAD-flow-scripts/flow DESIGN_CONFIG=/design/flow/config.mk WORK_HOME=/design/flow/orfs finish
### ./config.mk
export PLATFORM = sky130hd
export DESIGN_NAME = round_robin_arbiter
export DESIGN_NICKNAME = round_robin_arbiter
export VERILOG_FILES = /design/flow/design.v
export SDC_FILE = /design/flow/constraint.sdc
export NUM_CORES = 4
export LEC_CHECK = 1
export CORE_AREA = 10 10 70 70
export DIE_AREA = 0 0 80 80
### ./constraint.sdc
current_design round_robin_arbiter

set clk_period 4.3
set clk_io_pct 0.2

create_clock -name clk0 -period $clk_period [get_ports {clk}]

set non_clock_inputs [all_inputs -no_clocks]
set_input_delay [expr $clk_period * $clk_io_pct] -clock clk0 $non_clock_inputs
set_output_delay [expr $clk_period * $clk_io_pct] -clock clk0 [all_outputs]
==> impl_metrics.yaml <==
# yosys + openroad results
status:
  run_status: "complete, no violations"
timing:
  worst_slew_pin_slew_ns: 0.528
  fmax_ghz: 0.432
  rsz0062_at_grt: "false"
  setup_viol: 0
  hold_viol_final: 0
  slew_headroom: 0.648
  drv_slew: 0
  post-route-period-util: 0.539
  holdWs_ns: 0.505
  layout_min_cycle_time_ns: 2.32
  skew_ns: 0.00194
  fin_tns_setup_ns: 0
worst_setup_path:
  reg2reg_depth: 5
  critPathLaunchType: "input port"
  r2r-start: "rotate_ptr[1]"
  path_class: "in -> reg"
  end_kind: "flip-flop"
  cp_num_buf_inv: 1
  critical-path-top-delay-family: "buffers and inverters"
  cp.arrival_ns: 2.44
  ff2ff_setup_slack_ns: 2.51
  cp_max_fo: 10
  required_ns: 4.42
  slowest_stage: "clkdlybuf4s50_1"
  critPathMaxStageDelay_ns: 0.66
  cp_cell_sequence: "clkdlybuf4s50_1 -> and4bb_1 -> a32oi_1 -> o211ai_2 -> a21oi_1 -> a211oi_2"
  reg2reg_to: "grant[0]"
min_path:
  min_path_type: "reg -> reg"
  hold_depth: 1
  hold_end: "grant[2]"
  min_from: "grant[2]"
grt:
  grt_pass1_vias: 601
  gr-total-overflow: 0
  grt_start_max_net_pins: 18
  grt_pass1_wl_mm: 2.83
  grt_use_total: 0.0514
  antenna_found_initial: 0
power:
  powerDensity_nw_per_um2: 607
  ir_worst_vdd_uv: 113
  leakage_nw: 0.287
clock_tree:
  tritoncts: "yes"
  cts.sinks: 7
  insertion_delay_ns: 0.24
  hold_buffers: 0
  clk_pin_slew_ns: 0.05
  cts_resized: 0
  post_cts.repair.setup_buffers: 0
  htreeDepth: 1
  clk_path_buf_depth: 2
  cts_made_buffers: 3
  cts_root_buf: "clkbuf_4"
floorplanning:
  die.size.y_um: 80
  chipArea_um2: 6400
  fp_util: 0.178
  fp.coreArea_um2: 3420
  ios: 10
  fp-row-count: 21
  die_w_um: 80
synth:
  synthFlopType: "dfrtp_1"
  synthAoiAreaFrac: 0.292
  topCellsByArea: "dfrtp_1 (29%), a31oi_1 (5.1%), a21oi_1 (4.9%)"
  yosysChipArea_um2: 609
  synth_top_area_share: 0.287
  yosys_warnings: 2
  top_area_cell: "dfrtp_1"
  yosys_cells: 75
  synthCells: 75
  yosys.stat.seqShare: 0.287
  fa_ha_area_frac: 0
  syn_avg_cell_area_um2: 8.12
  synth_area_um2: 609
  ys.flops: 7
  top_cell: "dfrtp_1"
  mux_share: 0.0164
  async_flop_share: 1.00
  edf_count: 0
  xor_share: 0
  synthTopLogicFamily: "simple AND/OR/NAND/NOR gates"
  ys_types: 37
  common_cells: "dfrtp_1 (7), a21oi_1 (6), nor2_1 (6)"
  ys_sh_simple: 0.316
final_layout:
  area_growth_pct: 22.2
  layout-drive-gt1-share: 0.159
  fin_area_um2: 744
  utilization: 0.218
flow_run:
  warnings: 25
  cap_violations: 0
place:
  dpl_cell_area_um2: 718
  place.gp.congestion: 0.970
  io_buffer_count: 9
  hpwl_mm: 1.18
detailed_routing:
  vias_per_cell: 4.73
  wl_per_cell_um: 12.2
  route.detailed.drc: 0
  dr.pass1.iters: 4
  antennaDiodeCount: 0
  ant_nets: 0
  drt-initial-drc-count: 45
  wirelength_mm: 1.57
  vias: 606
-- logic make-up (layout without fill, tap and decap cells) --
| logic type | count (synthesis) | count (layout) |
|---|---|---|
| DFF | 7 | 7 |
| and+or+nand+nor | 31 | 31 |
| buffers and inverters | 10 | 17 |
| muxes | 1 | 1 |
| AOI/OAI and AO/OA | 26 | 26 |
-- layout make-up --
class | count | area (µm²)
well taps | 46 | 57.6
clock buffers | 4 | 26.3
inverters | 4 | 15.0
multi-input cells | 58 | 380
fillers | 384 | 2670
repair buffers | 9 | 90.1
flip-flops and latches | 7 | 175
-- power breakdown --
group          leakage, nW  switching (mW)  internal, mW
Clock               0.0150          0.0216        0.0352
Sequential          0.0890          0.0727        0.0943
Combinational        0.183           0.103         0.125
-- through the flow --
stage / worst slack (ns) / instances / total power [mW]
5_1_grt: 1.81 / 128 / 0.499
4_1_cts: 1.99 / 128 / 0.454
2_1_floorplan: 2.39 / 75 / 0.328
3_5_place_dp: 1.73 / 124 / 0.394
6_report: 1.98 / 128 / 0.452
3_3_place_gp: 1.74 / 124 / 0.393
-- worst max path at each step --
stage | startpoint | to | slack (ns) | depth (start not counted)
final | req[3] | grant[3] | 1.98 | 6
after CTS | req[3] | grant[3] | 1.99 | 6
after global routing | req[3] | grant[3] | 1.81 | 6
-- layout by cell type, fill, tap and decap left out --
| master | instances |
|---|---|
| nor4b_2 | 1 |
| nor2b_1 | 2 |
| nand4_1 | 1 |
| a22oi_1 | 1 |
| o21a_1 | 1 |
| a222oi_1 | 1 |
| a21bo_2 | 1 |
| nand3_2 | 1 |
| nand2_1 | 5 |
| clkdlybuf4s50_1 | 9 |
| nand3_1 | 4 |
| clkbuf_1 | 1 |
| dfrtp_1 | 7 |
| mux2i_1 | 1 |
| a31oi_1 | 5 |
| nor3_1 | 1 |
| nor3b_1 | 1 |
| and3b_1 | 1 |
| nand3b_1 | 1 |
| a21oi_1 | 6 |
| clkbuf_4 | 3 |
| a211oi_2 | 1 |
| nor2_1 | 6 |
| inv_1 | 4 |
| a32oi_1 | 1 |
| o21ai_0 | 5 |
| and3_2 | 1 |
| a31o_2 | 2 |
| and2_2 | 1 |
| or3_1 | 1 |
| nor4_1 | 1 |
| and3_1 | 1 |
| and4bb_1 | 1 |
| and4bb_2 | 1 |
| o21ai_1 | 1 |
| o211ai_2 | 1 |
-- layer usage --
layer  part of all wire  wire (µm)  GRT usage
met5                  0          0          0
met3              0.020         31    0.00455
met4              0.029         46     0.0158
met2               0.53        823     0.0891
met1               0.42        665     0.0654
-- state kept, by name, indices dropped and copies added (netlist names) --
| name | count |
|---|---|
| rotate_ptr | 3 |
| grant | 4 |
Power and IR drop assume default switching activity.
